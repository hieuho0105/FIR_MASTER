`design/flow/run.sh`:
```
#!/bin/bash
# OpenROAD 26Q1-2900-gdf79404cd8, Yosys 0.63+post, stock flow scripts
make -C /OpenROAD-flow-scripts/flow DESIGN_CONFIG=/design/flow/config.mk WORK_HOME=/design/flow/orfs finish
```
`design/flow/config.mk`:
```
export PLATFORM = sky130hd
export DESIGN_NAME = fir_core
export DESIGN_NICKNAME = fir_core
export VERILOG_FILES = /design/flow/design.v
export SDC_FILE = /design/flow/constraint.sdc
export NUM_CORES = 4
export LEC_CHECK = 1
export CORE_UTILIZATION = 40
```
`design/flow/constraint.sdc`:
```
current_design fir_core

set clk_period 2.6
set clk_io_pct 0.2

create_clock -name clk0 -period $clk_period [get_ports {iClk}]

set non_clock_inputs [all_inputs -no_clocks]
set_input_delay [expr $clk_period * $clk_io_pct] -clock clk0 $non_clock_inputs
set_output_delay [expr $clk_period * $clk_io_pct] -clock clk0 [all_outputs]
```
`design/flow/design.v`:
```
module fir_core (
    input             iClk,                 
    input             iRstn,                
    input             iChipSelect_Control,  
    input             iWrite_Control,       
    input             iRead_Control,        
    input      [4:0]  iAddress_Control,     
    input      [31:0] iData_Control,        
    output reg [31:0] oData_Control,        
    output reg [31:0] oAddress_Master_Read,  
    output reg        oRead_Master_Read,     
    input      [31:0] iReadData_Master_Read, 
    input             iWait_Master_Read,     
    output reg [31:0] oAddress_Master_Write,   
    output reg        oWrite_Master_Write,     
    output reg [31:0] oWriteData_Master_Write, 
    input             iWait_Master_Write       
);
    parameter NUM_TAPS = 8;        
    parameter ADDR_BASE_X = 32'h00000000;  
    parameter ADDR_BASE_H = 32'h00000000;  
    parameter ADDR_BASE_Y = 32'h00000000;  
    reg [7:0] x[NUM_TAPS-1:0];     
    reg [7:0] h[NUM_TAPS-1:0];     
    reg signed [16:0] y;           
    reg [3:0] state;               
    reg [3:0] tap_index;           
    localparam IDLE      = 3'd0,
               READ_X    = 3'd1,
               READ_H    = 3'd2,
               COMPUTE   = 3'd3,
               WRITE_Y   = 3'd4,
               DONE      = 3'd5;
    reg [2:0] next_state;
    reg [31:0] config_base_x;
    reg [31:0] config_base_h;
    reg [31:0] config_base_y;
    reg [31:0] control;
    reg [31:0] status;
    always @(posedge iClk or negedge iRstn) begin
        if (!iRstn) begin
            config_base_x <= ADDR_BASE_X;
            config_base_h <= ADDR_BASE_H;
            config_base_y <= ADDR_BASE_Y;
            control <= 32'd0;
        end else if (iChipSelect_Control && iWrite_Control) begin
            case (iAddress_Control)
                5'h00: config_base_x <= iData_Control;
                5'h01: config_base_h <= iData_Control;
                5'h02: config_base_y <= iData_Control;
                5'h03: control <= iData_Control;
            endcase
        end
    end
    always @(posedge iClk or negedge iRstn) begin
        if (!iRstn) begin
            oData_Control <= 32'd0;
        end else if (iChipSelect_Control && iRead_Control) begin
            case (iAddress_Control)
                5'h00: oData_Control <= config_base_x;
                5'h01: oData_Control <= config_base_h;
                5'h02: oData_Control <= config_base_y;
                5'h03: oData_Control <= control;
                5'h04: oData_Control <= status;
            endcase
        end
    end
    always @(posedge iClk or negedge iRstn) begin
        if (!iRstn) begin
            state <= IDLE;
            tap_index <= 0;
            y <= 0;
            oRead_Master_Read <= 0;
            oWrite_Master_Write <= 0;
            oAddress_Master_Read <= 0;
            oWriteData_Master_Write <= 0;
            status <= 32'd0;
        end else begin
            state <= next_state;
        end
    end
    always @(*) begin
        next_state = state;
        oRead_Master_Read = 0;
        oWrite_Master_Write = 0;
        case (state)
            IDLE: begin
                if (control[0]) begin  
                    tap_index = 0;
                    oAddress_Master_Read = config_base_x;
                    oRead_Master_Read = 1;
                    next_state = READ_X;
                end
            end
            READ_X: begin
                if (!iWait_Master_Read) begin
                    x[tap_index] = iReadData_Master_Read[7:0];
                    if (tap_index < NUM_TAPS - 1) begin
                        tap_index = tap_index + 1;
                        oAddress_Master_Read = config_base_x + tap_index;
                        oRead_Master_Read = 1;
                    end else begin
                        tap_index = 0;
                        oAddress_Master_Read = config_base_h;
                        oRead_Master_Read = 1;
                        next_state = READ_H;
                    end
                end
                else begin
                    tap_index = tap_index;
                    oAddress_Master_Read = config_base_x;
                    oRead_Master_Read = 1;
                    next_state = READ_X;
                end
            end
            READ_H: begin
                if (!iWait_Master_Read) begin
                    h[tap_index] = iReadData_Master_Read[7:0];
                    if (tap_index < NUM_TAPS - 1) begin
                        tap_index = tap_index + 1;
                        oAddress_Master_Read = config_base_h + tap_index;
                        oRead_Master_Read = 1;
                    end else begin
                        tap_index = 0;
                        y = 0;
                        next_state = COMPUTE;
                    end
                end
                else begin
                    tap_index = tap_index;
                    oAddress_Master_Read = config_base_h;
                    oRead_Master_Read = 1;
                    next_state = READ_H;
                end
            end
            COMPUTE: begin
                y = 0;
                for (tap_index = 0; tap_index < NUM_TAPS; tap_index = tap_index + 1) begin
                    y = y + x[tap_index] * h[NUM_TAPS - 1 - tap_index];
                end
                next_state = WRITE_Y;
            end
            WRITE_Y: begin
                if (!iWait_Master_Write) begin
                    oAddress_Master_Write = config_base_y;
                    oWriteData_Master_Write = y;
                    oWrite_Master_Write = 1;
                    next_state = DONE;
                end
                else begin
                    oAddress_Master_Write = config_base_y;
                    oWriteData_Master_Write = y;
                    oWrite_Master_Write = 1;
                    next_state = WRITE_Y;
                end
            end
            DONE: begin
                oWrite_Master_Write = 0;
                status[0] = 1;  
                control[0] = 0;
                next_state = IDLE;
            end
            default: next_state = IDLE;
        endcase
    end
endmodule
```
==> impl_metrics.csv <==
group,metric,value,unit
power,finalPower,6430,uW
sta,skew,0.00582,ns
sta,hold_viol,0,
synthesis,ys_cells,644,
drt,vias_per_cell,5.17,
sta,untimed_endpoints,64,
synthesis,synth.avg_cell_area,12.5,um^2
synthesis,top_area_cell,"dfrtp_1",
global_route,grt_pass1_vias,5522,
synthesis,ys_top_cells_by_area,"dfrtp_1 50%, mux2_2 21%, buf_4 7.0%, dlxtn_1 6.0%, nand3_1 5.8%",
power,p_leak,0.00456,uW
min_path,hold_path.class,"primary input to asynchronous set/reset pin",
cts,tritoncts,"done",
sta,unclocked_regs,32,
sta,tightest_slew,0.632,ns
power,comb_power_share,13.3,%
global_route,grt-ovfl-total,0,
cts,numCtsBuffers,17,
layout,nFillCells,1659,
global_route,grt_max_degree,68,
setup_path,cp_num_cells,6,
synthesis,ys_warn_count,179,
sta,setup_viol,0,
synthesis,top_cells_by_count,"162 x dfrtp_1, 147 x mux2_2, 93 x nand3_1, 75 x buf_4",
sta,slew_viol_final,0,
place,place.gp.congestion,0.841,
setup_path,cp_num_buf_inv,3,
floorplanning,fp_util,41.0,%
place,dpl.hpwl,12100,um
run_status,status,"complete, no violations",
cts,post_cts_buffers,0,
setup_path,r2r_cells,3,
layout,final_util,51.0,%
setup_path,critPathMaxFanout,22,
synthesis,flop_cell,"dfrtp_1",
drt,drc_errors,0,
cts,cts.path.max_buffers,2,
setup_path,crit_path_end_kind,"register",
cts,clk_latency,0.41,ns
setup_path,path_cells,"clkdlybuf4s50_1 > or4b_1 > buf_4 > nor2_4 > buf_12 > mux2_2",
sta,period_used_share,84.4,%
setup_path,path_class,"primary input to register",
layout,drive_gt1_share,28.9,%
drt,antenna_left,0,
setup_path,start_kind,"primary input",
drt,finalWirelength,18800,um
synthesis,async_reset_ff_share,83.5,%
setup_path,slowest_delay,0.64,ns
drt,drt-wirelength-per-cell,18.1,um
floorplanning,placementRows,51,
layout,area_delta_synth_final,24.5,%
floorplanning,core_area,19600,um^2
power,p_switching,1490,uW
synthesis,top_area_share,50.5,%
synthesis,synth.distinct_cells,31,
place,port_buffers,106,
power,p_sw_share,23.1,%
job,maxCapViolations,0,
synthesis,syn-cell-area,8030,um^2
sta,fin_crit,2.19,ns
synthesis,yosysChipArea,8030,um^2
power,p_int,4950,uW
layout,final_cells,1037,
power,clkPwrFrac,38.2,%
floorplanning,die_area,20600,um^2
global_route,grt_first_pass_wirelength,30600,um
setup_path,cp_data_required_time,2.90,ns
cts,cts_resized,0,
sta,rsz0062_at_grt,"false",
setup_path,crit_path_top_delay_cell,"or4b_1",
setup_path,cp.arrival,2.49,ns
floorplanning,die_w,144,um
cts,hold_buffers,0,
floorplanning,pin_count,206,
drt,drt_pass1_iterations,4,
cts,root_buffer,"clkbuf_16",
drt,num_vias,5366,
job,tool_warnings,58,
synthesis,edf_count,0,
power,seq_power_share,48.5,%
global_route,antenna_found_initial,1,
synthesis,most_common_cell,"dfrtp_1",
cts,h-tree-depth,4,
synthesis,syn_inst,644,
setup_path,critPathTopFamily,"buffers and inverters",
sta,relSlewSlack,57.9,%
drt,drt_iter0_drc,238,
power,power_density,644,nW/um^2
global_route,grt.total_usage,20.3,%
sta,fmax,456,MHz
place,dp_cells,1004,
synthesis,ys_ff,194,
cts,cts.clk_slew.worst_paths,0.06,ns
power,ir_worst_vdd,0.000426,V
floorplanning,die_h,144,um
## per-layer routing
| layer | part of all wire [%] | vias to the layer above | GRT usage, % |
|---|---|---|---|
| met2 | 48 | 207 | 32.0 |
| met3 | 7.0 | 19 | 5.56 |
| met5 | 0 | - | 0 |
| met1 | 43 | 2728 | 29.8 |
| met4 | 1.5 | 0 | 3.14 |
| li1 | - | 2412 | - |
## stage by stage
step	worst slack (ns)	hold WS, ns	setup TNS (ns)	instance area [um^2]
global placement	-0.00246	0.452	-0.0176	9400
detailed placement	-0.0263	0.468	-0.443	9400
global route	0.354	0.127	0	9990
CTS	0.411	0.116	0	9990
finish	0.407	0.0932	0	9990
floorplan	0.548	0.224	0	8270
## sequential cells by signal, summed over array words and instances (netlist names)
register               flops
config_base_h             32
config_base_x             32
config_base_y             32
oAddress_Master_Write     32
oData_Control             32
control                   31
state                      3
## layout make-up
class / instances / area, um^2 / share of cell area, %
repair buffers: 139 / 1430 / 14.3
diodes: 1 / 2.50 / 0.0250
multi-input cells: 406 / 3110 / 31.1
well taps: 265 / 332 / 3.32
flip-flops and latches: 194 / 4530 / 45.4
clock buffers: 20 / 457 / 4.57
clock inverters: 12 / 133 / 1.33
## cell usage in the layout (no fill, tap or decap), drive strengths merged, types with 2 or more instances in the layout
master,instances
dfrtp,162
nand4,31
nor2,4
conb,66
o21ai,32
nand2,3
clkinvlp,6
clkinv,3
mux2i,2
buf,35
mux2,157
bufinv,2
dlxtn,32
nand3,93
nand3b,2
nor3b,3
clkdlybuf4s50,104
clkbuf,20
## path summary, 6_finish.rpt
| check | from | end | slack [ns] |
|---|---|---|---|
| setup / recovery | iAddress_Control[4] | control[1] | 0.41 |
| hold / removal | iRstn | config_base_y[27] | 0.09 |
| setup reg to reg | config_base_y[30] | oData_Control[30] | 1.57 |
| hold reg to reg | state[1] | state[0] | 0.48 |
| max in group asynchronous | iRstn | control[12] | 1.76 |
| min in group clk0 | state[1] | state[0] | 0.48 |
## kinds of logic after synthesis
group	Yosys count	share of synthesized area, %
DFF	162	50.5
and+or+nand+nor	146	10.2
muxes	159	22.3
buffers and inverters	109	8.66
latches	32	5.98
AOI/OAI and AO/OA	35	2.31
other	1	0.0467
## power groups by stage
stage | sequential, uW | combinational, uW | clock (uW)
6_report | 3120 | 857 | 2460
5_1_grt | 3170 | 951 | 2650
4_1_cts | 3120 | 874 | 2510
No activity file was given, so power comes from the tool's default toggle rates.
